## flow/run.sh

```bash
#!/bin/bash
# OpenROAD 26Q1-2900-gdf79404cd8, Yosys 0.63+post, stock flow scripts
make -C /OpenROAD-flow-scripts/flow DESIGN_CONFIG=/design/flow/config.mk WORK_HOME=/design/flow/orfs finish
```

## flow/design.v

```verilog
module MUX32_forwarding(
    input 	[31:0]		data_EX_i,
    input 	[31:0]		ALUreult_MEM_i,
    input 	[31:0]		RDdata_WB_i,
    input 	[1:0]	  		select_i,
    output 	[31:0]		data_o
);
assign data_o = (select_i == 2'b00) ? data_EX_i :
				(select_i == 2'b10) ? ALUreult_MEM_i :
				(select_i == 2'b01) ? RDdata_WB_i : 32'bz;	
endmodule
```

## flow/constraint.sdc

```tcl
current_design MUX32_forwarding

set clk_period 3.2
set clk_io_pct 0.2

create_clock -name clk0 -period $clk_period

set non_clock_inputs [all_inputs -no_clocks]
set_input_delay [expr $clk_period * $clk_io_pct] -clock clk0 $non_clock_inputs
set_output_delay [expr $clk_period * $clk_io_pct] -clock clk0 [all_outputs]
```

## flow/config.mk

```make
export PLATFORM = sky130hd
export DESIGN_NAME = MUX32_forwarding
export DESIGN_NICKNAME = MUX32_forwarding
export VERILOG_FILES = /design/flow/design.v
export SDC_FILE = /design/flow/constraint.sdc
export NUM_CORES = 4
export LEC_CHECK = 1
export CORE_AREA = 10 10 88 88
export DIE_AREA = 0 0 98 98
```

==> qor.yml <==
clock_tree:
  cts_setup_buffers: 0
  cts_hold_buf: 0
  cts_resized: 0
run:
  openroad.warnings: 32
  drv_cap: 0
drt:
  drt_first_pass_iters: 4
  drt-total-wl_um: 4181
  diodes: 0
  vias_per_cell: 3.851
  routedWlPerCell_um: 13.80
  drc: 0
  ant_nets: 0
  drt_iter0_drc: 32
  vias: 1167
floorplan:
  coreArea_sq_um: 5921
  row_count: 28
  die_x_um: 98
  die_area_sq_um: 9604
  die-height_um: 98
  ios: 130
  fp_util_pct: 12.07
final_layout:
  drive_gt1_share_pct: 2.632
  flops: 0
  nClkBuffers: 0
  syn2layout_area_growth_pct: 184.6
  seq_area_sq_um: 0
  fin_cells: 303
worst_setup_path:
  critPathMaxStageDelay_ns: 0.49
  crit_path_max_fanout: 42
  crit_arrival_ns: 1.92
  crit_chain: "buf_2 -> buf_12 -> nand2_1 -> o21ai_1 -> clkdlybuf4s50_1"
  end_kind: "output pin"
  slowest_stage: "clkdlybuf4s50_1"
  cp-start-kind: "primary input"
  crit_required_ns: 2.56
  path_class: "in -> out"
synth:
  synth_area_sq_um: 714.4
  ys_seq_share_pct: 0
  netlist_instances: 107
  area_leaders: "mux2i_1 (45%), o21ai_1 (20%), nand2_1 (17%)"
  yosysTopAreaCell: "mux2i_1"
  ys.warnings.count: 1
  ys_cells: 107
  yosys_area_sq_um: 714.4
  synth.avg_cell_area_sq_um: 6.677
  synth.top_cell.area_share_pct: 44.83
  synth_cell_types: 8
power:
  internal_power_mw: 0.1944
  p_total_mw: 0.2597
  p_per_area_nw_per_um2: 127.7
  power_frac_seq_pct: 0
  swShare_pct: 25.14
  clockPowerShare_pct: 0
  p_switching_mw: 0.06529
  ir_drop_mv: 0.05415
  combPwrFrac_pct: 100.0
  power.leakage_nw: 0.8305
placement:
  placedCellCount: 303
  routabilityCongestion: 0.8254
  port_buffers: 130
  place_hpwl_um: 3686
timing:
  max_slew_margin_pct: 72.13
  timing.fmax_ghz: 0.3907
  rsz0062_at_grt: "no"
  setup_viol: 0
  setup_tns_ns: 0
  worst_pin_slew_ns: 0.4181
  fin_crit_ns: 2.560
  fin_crit_sh_pct: 79.99
  drv_slew: 0
  whs_ns: 2.071
  final_hold_viol_count: 0
global_route:
  grt_pass1_wl_um: 6375
  grt_pass1_vias: 1186
  grt_antenna_before_repair: 0
  grt_overflow_total: 0
  grt_max_degree: 43
  track_usage_pct: 7.887
status:
  status: "complete, no violations"
min_path:
  hp-class: "in -> out"
  hold_path_depth: 4
placed cells by master, fill, tap and decap left out:
cell type	instances
buf_12	2
buf_2	2
clkdlybuf4s50_1	128
mux2i_1	32
nand2_1	32
o21ai_0	2
o21ai_1	28
o21ai_2	2
layer usage:
metal | wire length (um) | GRT usage (%)
met1 | 1800 | 9.667
met4 | 0 | 0.1119
met2 | 1862 | 13.10
met3 | 519 | 3.627
met5 | 0 | 0
cell type report:
cell class | instances | area [sq um]
timing repair buffer | 132 | 1331
fill | 641 | 3887
tap | 75 | 93.84
multi-input combinational | 96 | 608.1
worst max-delay path, delay by kind of cell:
| kind | cells | cell delay, ns |
|---|---|---|
| AOI/OAI and AO/OA | 1 | 0.09 |
| and+or+nand+nor | 1 | 0.07 |
| buffers and inverters | 3 | 1.09 |
metrics by stage:
step	cell area [sq um]	setup WS, ns	utilization (%)
floorplan	714.4	1.417	-
global placement	2033	0.6144	34.34
detailed placement	2033	0.6071	34.34
CTS	2033	0.5988	34.34
global route	2033	0.5243	34.34
finish	2033	0.6405	34.34
synthesized netlist by cell type:
| library cell | instances |
|---|---|
| o21ai_2 | 2 |
| buf_2 | 7 |
| mux2i_1 | 32 |
| o21ai_1 | 28 |
| o21ai_0 | 2 |
| buf_12 | 3 |
| nand2_1 | 32 |
| buf_6 | 1 |
worst paths after layout:
kind / from / endpoint
min: select_i[0] / data_o[6]
max: select_i[0] / data_o[24]
cells by family after synthesis:
group,synth area share [%]
compound gates,23.47
mux,44.83
simple gates,16.81
buf+inv,14.89
power by group through the flow:
stage,Clock [mW],Combinational [mW],Sequential (mW)
global route,0,0.284,0
finish,0,0.260,0
CTS,0,0.265,0
Power and IR drop assume default switching activity.
